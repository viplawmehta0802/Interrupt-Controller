[flow/run.sh]
#!/bin/bash
# OpenROAD 26Q1-2900-gdf79404cd8, Yosys 0.63+post, stock flow scripts
make -C /OpenROAD-flow-scripts/flow DESIGN_CONFIG=/design/flow/config.mk WORK_HOME=/design/flow/orfs finish
[flow/config.mk]
export PLATFORM = sky130hd
export DESIGN_NAME = priority_encoder
export DESIGN_NICKNAME = priority_encoder
export VERILOG_FILES = /design/flow/design.v
export SDC_FILE = /design/flow/constraint.sdc
export NUM_CORES = 4
export LEC_CHECK = 1
export CORE_AREA = 10 10 70 70
export DIE_AREA = 0 0 80 80
[flow/constraint.sdc]
current_design priority_encoder

set clk_period 1.9
set clk_io_pct 0.2

create_clock -name clk0 -period $clk_period

set non_clock_inputs [all_inputs -no_clocks]
set_input_delay [expr $clk_period * $clk_io_pct] -clock clk0 $non_clock_inputs
set_output_delay [expr $clk_period * $clk_io_pct] -clock clk0 [all_outputs]
[flow/design.v]
module priority_encoder(
    input [7:0] in, 
    output reg [3:0] out,  
    output reg valid 
);
    always @(*) begin
        valid = 1'b1;  
        casex (in)
            8'b1xxxxxxx: out = 3'b111; 
            8'b01xx: out = 3'b110;
            8'b001x: out = 3'b101;
            8'b0001: out = 3'b100; 
            8'b1xxx: out = 3'b011; 
            8'b01xx: out = 3'b010;
            8'b001x: out = 3'b001;
            8'b0001: out = 3'b000; 
            default: begin
                out = 3'b0000; 
                valid = 1'b0;
            end
        endcase
    end
endmodule
==> qor.yml <==
min_path:
  min_path_cells: 5
  holdCritStartpoint: "in[5]"
  min_to: "out[2]"
  hold_path.class: "input port to output port"
power_and_ir_drop:
  power_density_mw_per_mm2: 138
  max-vdd-ir-drop_uv: 10.0
  p_leak_nw: 0.0920
synth:
  yosys_area_um2: 77.6
  synthTopLogicFamily: "AND-OR/OR-AND gates"
  synth_area_um2: 77.6
  syn_avg_cell_area_um2: 5.97
  synth_seq_share: 0
  yosys_warnings: 1
  simple_gate_share: 0.339
  ys_types: 10
  ys_cells: 13
  synth.area.mux_share: 0
  ys_sh_adder: 0
  syn-instance-count: 13
  xor_share: 0
  ys_sh_aoi: 0.419
detailed_routing:
  ant_nets: 0
  via_count: 121
  initialDrtViolationCount: 2
  antenna_cells: 0
  wire_per_inst_um: 5.86
  viasPerCell: 1.68
  dr.pass1.iters: 2
  routed_wl_um: 422
  drc: 0
floorplan:
  die_height_um: 80
  core-area_mm2: 0.00342
  chip_area_mm2: 0.00640
  num_rows: 21
  die_x_um: 80
  io_pins: 13
  floorplan.core_util: 0.0227
layout:
  flop_area_um2: 0
  area_delta_synth_final_pct: 223
  clock_buffers: 0
  ff_count: 0
  final_area_um2: 250
  drive_above_1_share: 0.346
final_timing:
  slew_viol_final: 0
  tns_ps: 0
  rsz0062_at_grt: "false"
  fin_crit_sh: 0.938
  timing.fmax_mhz: 561
  period_minus_slack_ps: 1780
  finalSetupViolations: 0
  hold_violations: 0
placement:
  routabilityCongestion: 0.755
  placed_area_um2: 248
  port_buffers: 12
critical_path:
  crit_fanout: 2
  cp-end-kind: "output port"
  crit_path_start_kind: "input port"
  crit_path_top_delay_cell: "or3_4"
  crit_arrival_ps: 1400
  crit_type: "input port to output port"
  path_delay_family: "buffers and inverters"
  slowest_delay_ps: 400
  critical_path.cell_chain: "dlygate4sd2_1, or3_4, buf_6, o31ai_2, buf_2"
  worstPathRequired_ps: 1520
  critPathBufInv: 3
grt:
  grt_use_total: 0.0125
  grtUsageMet2: 0.0201
  grt-busiest-layer: "met2"
  grt_antenna_before_repair: 0
  grt_pass1_vias: 130
  grt_max_degree: 5
  grt-ovfl-total: 0
  gr-usage-met1: 0.0152
  grt_pass1_wl_um: 669
  met3_usage: 0.00682
cts:
  ctsHoldBuffers: 0
flow_run:
  warning_count: 32
  drv_cap: 0
status:
  status: "finished clean"
## layer usage
| metal | share of wire | wire length [µm] |
|---|---|---|
| met5 | 0 | 0 |
| met1 | 0.36 | 150 |
| met3 | 0.18 | 77 |
| met4 | 0 | 0 |
| met2 | 0.46 | 193 |
## placed cells by master (no fill, tap or decap)
cell,count
o21ai_2,1
nor4_1,1
o31ai_2,1
dlygate4sd2_1,3
buf_6,2
or3_4,1
nor3_1,1
inv_1,2
conb_1,1
buf_2,4
o21ai_1,2
nor2_1,1
a21oi_1,1
clkdlybuf4s50_1,5
## how the worst max path moves through the flow
| stage | from | to | slack, ps | cells past startpoint |
|---|---|---|---|---|
| CTS | in[4] | out[2] | 100 | 5 |
| global route | in[2] | valid | 40 | 4 |
| finish | in[4] | out[2] | 120 | 5 |
## power breakdown
group	internal [mW]	switching [mW]	leakage (nW)	total [mW]
Clock	0	0	0	0
Combinational	0.0230	0.0116	0.0920	0.0346
Sequential	0	0	0	0
## what timing repair did
| action | CTS | global route |
|---|---|---|
| endpoints found under the hold margin | 0 | 0 |
| endpoints found under the setup margin | 4 | 0 |
| gates resized | 21 | 0 |
| setup buffers | 2 | 0 |
## Yosys cell counts
master | number | area share
nor4_1 | 1 | 0.081
a21oi_1 | 1 | 0.064
o21ai_0 | 3 | 0.19
nor2_1 | 1 | 0.048
inv_1 | 2 | 0.097
o31ai_2 | 1 | 0.16
or3_4 | 1 | 0.15
conb_1 | 1 | 0.048
buf_4 | 1 | 0.097
nor3_1 | 1 | 0.064
## kinds of logic after synthesis
kind of cell,after synthesis
simple gates,4
compound gates,5
buf+inv,3
other cells,1
## stage by stage
step                std cells  setup WS (ps)  hold slack (ps)  total power [mW]    util
finish                     72            117             1300            0.0346  0.0733
global route               72           41.4             1330            0.0392  0.0733
CTS                        72           97.6             1310            0.0354  0.0733
detailed placement         70           -385             1730            0.0375  0.0725
global placement           70           -382             1720            0.0369  0.0725
floorplan                  13            589              796           0.00819       -
## final cells by class
cell class,count,area (µm²)
repair buffers,14,119
multi-input cells,10,66.3
inverters,2,7.51
well taps,46,57.6
fillers,406,3170
Power figures rest on the tool's default switching activity, not on a simulated workload.
